**flow/run.sh**
```bash
#!/bin/bash
# OpenROAD 26Q1-2900-gdf79404cd8, Yosys 0.63+post, stock flow scripts
make -C /OpenROAD-flow-scripts/flow DESIGN_CONFIG=/design/flow/config.mk WORK_HOME=/design/flow/orfs finish
```
**flow/config.mk**
```make
export PLATFORM = sky130hd
export DESIGN_NAME = switch
export DESIGN_NICKNAME = switch
export VERILOG_FILES = /design/flow/design.v
export SDC_FILE = /design/flow/constraint.sdc
export NUM_CORES = 4
export LEC_CHECK = 1
export CORE_AREA = 10 10 70 70
export DIE_AREA = 0 0 80 80
```
**flow/constraint.sdc**
```tcl
current_design switch

set clk_period 1.0
set clk_io_pct 0.2

create_clock -name clk0 -period $clk_period [get_ports {clk}]

set non_clock_inputs [all_inputs -no_clocks]
set_input_delay [expr $clk_period * $clk_io_pct] -clock clk0 $non_clock_inputs
set_output_delay [expr $clk_period * $clk_io_pct] -clock clk0 [all_outputs]
```
**flow/design.v**
```verilog
module switch (clk, DATA, ENABLE, RESET, MODULE_A, MODULE_B, MODULE_C, MODULE_D, MODULE_E);
        input            clk;
	input      [4:0] DATA;
	input            ENABLE;
        input            RESET;
	output           MODULE_A;
	output           MODULE_B;
	output           MODULE_C;
	output           MODULE_D;
	output           MODULE_E;
               reg [4:0] DATA_OUT;
	always @(posedge clk)
              begin
		if(RESET) DATA_OUT = 5'd0;
		  else if(ENABLE) DATA_OUT = DATA;
		    else DATA_OUT = DATA_OUT;
              end
assign {MODULE_A, MODULE_B, MODULE_C, MODULE_D, MODULE_E} = DATA_OUT;
endmodule
```
==> qor.yml <==
status: "completed"
route.met3.wl_um: 23
slew-limit-headroom: 0.864
synth_top_cell_by_area: "dfxtp_1"
synth_cells: 16
syn_area_um2: 180
largest_reg_flops: 5
ys_top_cells_by_area: "dfxtp_1, mux2i_1, nor2_1, buf_6"
final-setup-viol-count: 0
cp_max_fo: 2
clk_pin_slew_ps: 40
min_period_ps: 972
cpPeakStageDelay_ps: 310
overflow: 0
rsz0062_at_grt: "no"
final_cell_area_um2: 385
drt-initial-drc-count: 4
met2_length_um: 322
finalHoldViolations: 0
crit_chain: "dlygate4sd2_1"
h-tree-depth: 1
crit_path_start: "DATA_OUT[2]"
cts_root_buf: "clkbuf_4"
die_w_um: 80
cp.required_ps: 800
drc: 0
hold-worst-slack_ps: 479
path_class: "flop to output pin"
ys_types: 4
power_per_cell_area_nw_per_um2: 1350
dieArea_um2: 6400
cts_buffers: 3
grt.total_usage: 0.0174
synthArstFlopShare: 0
core-area_um2: 3420
worstHoldPathType: "flop to flop"
ys_chip_area_um2: 180
post-place-ws_ps: -193
routedWlPerCell_um: 7.35
grt_pass1_vias: 170
yosys.stat.seqShare: 0.556
cp-end-kind: "output pin"
edf_count: 0
cp.buffers_inverters: 1
reg2reg_from: "DATA_OUT[1]"
max-vdd-ir-drop_v: 0.000133
timing.final.ws_setup_ps: 27.8
vias_per_cell: 2.13
maxCapViolCount: 0
top_cell_area_share: 0.556
wl_met1_um: 193
top_layer_used: "met4"
grt_max_degree: 6
worstHoldPathCells: 2
synthTopCellsByCount: "dfxtp_1, mux2i_1, nor2_1"
dp_cells: 74
cts_tree: "yes"
utilization: 0.113
numClockSinks: 5
n_antenna_cell: 0
cp_slowest_cell: "dfxtp_2"
final_layout_size_suffix_gt1_frac: 0.281
ys_cells: 16
dpl_cell_area_um2: 354
io_pins: 13
cp_top_family: "flip-flops"
place.gp.congestion: 0.607
grt_pass1_wl_um: 876
report.final.slew_viol_count: 0
placementRows: 21
cts_max_path_buffers: 2
fp-utilization: 0.0527
p_leak_uw: 0.000154
ant_nets: 0
die_h_um: 80
clock-skew-final_ps: 0
tightest_slew_ps: 203
finalCritPeriodShare: 0.972
worstSetupStartpointType: "flop"
instances_no_fill: 78
clkLatencyLatePin_ps: 230
flop_cell: "dfxtp_1"
n_fill_cell: 403
firstDrtPassIters: 2
antenna_found_initial: 0
min_from: "DATA_OUT[3]"
routed_wl_um: 573
reg2reg_depth: 2
avgSynthCellArea_um2: 11.3
ys.warnings.count: 1
vias: 166
synth_flops: 5
warning_count: 25
crit_arrival_ps: 770
port_buffers: 12
max_clock_freq_mhz: 1030
area_growth_pct: 114
cp.depth: 1
## cell type report
cell class | count | area, um2 | area share
Sequential cell | 5 | 106 | 0.276
Timing Repair Buffer | 13 | 126 | 0.328
Multi-Input combinational cell | 10 | 68.8 | 0.179
Clock buffer | 4 | 26.3 | 0.0682
Tap cell | 46 | 57.6 | 0.149
## repair_timing
action | in CTS | in global routing
hold buffers | 0 | 0
pin swaps | 0 | 0
resized | 12 | 2
setup buffers | 0 | 0
endpoints found under the setup margin | 5 | 2
## per-layer routing
metal	up-vias	global-route usage
met2	5	0.0281
met1	74	0.0194
met4	0	0.0141
met5	-	0
met3	2	0.00341
li1	85	-
## where the power goes
part | switching [uW] | internal, uW | leakage [uW]
Combinational | 19.8 | 50.5 | 0.0000963
Sequential | 5.26 | 214 | 0.0000430
Clock | 78.6 | 151 | 0.0000150
## through the flow
stage | TNS [ps] | total power [uW]
finish | 0 | 519
global route | 0 | 553
CTS | 0 | 537
detailed placement | -927 | 299
global placement | -875 | 298
floorplan | 0 | 242
## logic make-up (layout without fill, tap and decap cells)
kind of cell | after synthesis | after routing | synth area share
multiplexers | 5 | 5 | 0.278
flip-flops | 5 | 5 | 0.556
AND/OR/NAND/NOR | 5 | 5 | 0.104
buffers and inverters | 1 | 17 | 0.0625
## cells in the final DEF, fill, tap and decap left out
cell | netlist | routed
dfxtp_2 | 0 | 5
clkdlybuf4s15_1 | 0 | 4
dlygate4sd2_1 | 0 | 1
clkbuf_1 | 0 | 1
clkbuf_4 | 0 | 3
mux2i_1 | 5 | 5
buf_4 | 0 | 1
nor2_1 | 5 | 5
clkdlybuf4s50_1 | 0 | 7
## final timing paths
kind,slack [ps],end
setup / recovery,30,MODULE_C
hold reg to reg,480,DATA_OUT[3]
setup reg to reg,390,DATA_OUT[1]
hold / removal,480,DATA_OUT[3]
Power and IR drop assume default switching activity.
