==> ./run.sh <==
#!/bin/bash
# OpenROAD 26Q1-2900-gdf79404cd8, Yosys 0.63+post, stock flow scripts
make -C /OpenROAD-flow-scripts/flow DESIGN_CONFIG=/design/flow/config.mk WORK_HOME=/design/flow/orfs finish
==> ./config.mk <==
export PLATFORM = sky130hd
export DESIGN_NAME = core_peripheric
export DESIGN_NICKNAME = core_peripheric
export VERILOG_FILES = /design/flow/design.v
export SDC_FILE = /design/flow/constraint.sdc
export NUM_CORES = 4
export LEC_CHECK = 1
export CORE_UTILIZATION = 30
==> ./constraint.sdc <==
current_design core_peripheric

set clk_period 6.6
set clk_io_pct 0.2

create_clock -name clk0 -period $clk_period [get_ports {clk}]

set non_clock_inputs [all_inputs -no_clocks]
set_input_delay [expr $clk_period * $clk_io_pct] -clock clk0 $non_clock_inputs
set_output_delay [expr $clk_period * $clk_io_pct] -clock clk0 [all_outputs]
==> ./design.v <==
module core_peripheric(clk, addr, d_in, d_out,  wr,  rd); 
  input clk;
  input [15:0]d_in;
  output reg [15:0]d_out;
  output reg [7:0]addr;  
  output reg rd;
  output reg wr;
reg [15:0] F_1, F_2, F_3, F_4, F_5, F_6;  
reg [3:0] estado;
 initial begin
  d_out = 0;
  addr = 0;
  rd = 0;
  wr = 0;
  estado = 0;
  F_1=0;
  F_2=0;
  F_3=0;
  F_4=0;
  F_5=0;
  F_6=0;
 end
always @(posedge clk) begin 
if (rd) begin
case (addr)	  
8'h00: F_1=d_in;
8'h02: F_2=d_in;
8'h04: F_3=d_in;
8'h06: F_4=d_in;
8'h08: F_5=d_in;
8'h0A: F_6=d_in;
default: F_1=F_1;
endcase
end
else F_1= F_1;
case(estado)
00: begin
  if (d_in==13)	estado =1;
  else estado=0;
end
01:  estado=2;
02:  estado=3;
03:  estado=4;
04:  estado=5;
05:  estado=6;
06:  estado=7;
07:  estado=8;
08:  estado=9;
09:  estado=10;
10:  estado=11;
11:  estado=12;
12:  estado=13;
13:  estado=13;
default: estado=0;
endcase
end
always @(*) begin 
case(estado)
00: begin addr=8'h0A; d_out=16'h0000;  wr=0;  rd=1; end  
01: begin addr=8'h00; d_out=16'h0000;  wr=0;  rd=1; end
02: begin addr=8'h02; d_out=16'h0000;  wr=0;  rd=1; end
03: begin addr=8'h04; d_out=16'h0000;  wr=0;  rd=1; end
04: begin addr=8'h06; d_out=16'h0000;  wr=0;  rd=1; end
05: begin addr=8'h08; d_out=16'h0000;  wr=0;  rd=1; end
06: begin addr=8'h0A; d_out=16'h0000;  wr=0;  rd=1; end
07: begin addr=8'h00; d_out=F_6;  wr=1;  rd=0; end  
08: begin addr=8'h02; d_out=F_5;  wr=1;  rd=0; end
09: begin addr=8'h04; d_out=F_4;  wr=1;  rd=0; end
10: begin addr=8'h06; d_out=F_3;  wr=1;  rd=0; end
11: begin addr=8'h08; d_out=F_2;  wr=1;  rd=0; end
12: begin addr=8'h0A; d_out=F_1;  wr=1;  rd=0; end
13: begin addr=8'h0A; d_out=16'h0000;  wr=0;  rd=0; end
default: begin addr=8'h00; d_out=16'h0000;  wr=0;  rd=0; end
endcase
end
endmodule
==> run_results.csv <==
group,metric,value,unit
status,outcome,"finished clean",
logic_synthesis,top_cell_area_share,68.6,%
die,die_x,120,µm
clock_tree,clk_root_buffer_cell,"clkbuf_16",
grt,grt_usage,13.7,%
die,dieArea,14500,µm²
finish,post_layout_nonfiller_instances,489,
power,clockPowerShare,22.0,%
power,ir_worst_vdd,0.000198,V
clock_tree,cts.reportedPaths.clkPinSlew,0.07,ns
drt,drtAntennaViolNets,0,
power,p_leak,0.00166,µW
place,place_congestion,0.769,
place,placedCellCount,473,
job,cap_violations,0,
clock_tree,ctsHoldBuffers,0,
sta,fin_tns_setup,0,ns
critical_path,crit_fanout,29,
drt,wl_per_cell,18.5,µm
clock_tree,cts_resized,0,
die,initCoreUtil,31.2,%
die,pin_count,43,
critical_path,path_cells,"buf_4 > and4b_1 > a22oi_1 > nand3_1 > clkdlybuf4s50_1",
power,switching_share,31.7,%
finish,layout-drive-gt1-share,15.3,%
logic_synthesis,top_area_cell,"edfxtp_1",
drt,num_antenna_cells,0,
drt,drc,0,
finish,area_growth,20.0,%
logic_synthesis,synth_cell_types,49,
sta,rsz0062_at_grt,"false",
power,internal_power,1470,µW
sta,finClkSkew,0.00620,ns
logic_synthesis,synth-edff-count,96,
critical_path,cp-end-kind,"output port",
logic_synthesis,yosys_area,4200,µm²
place,dp_hpwl,5690,µm
sta,slew_viol_final,0,
power,pwr-share-comb,33.4,%
critical_path,crit_buf_inv,2,
critical_path,crit_arrival,2.88,ns
critical_path,startpoint_type,"register",
clock_tree,cts_max_level,3,
sta,setup_viol,0,
logic_synthesis,ys_ff,100,
hold_path,hold_path_startpoint,"estado[3]",
clock_tree,cts_sinks,100,
logic_synthesis,ys_seq_share,70.5,%
logic_synthesis,ys_warn_count,1,
sta,slew_headroom,40.7,%
clock_tree,postCtsSetupRepairBufs,0,
logic_synthesis,syn_area,4200,µm²
logic_synthesis,netlist_instances,270,
sta,period_used_share,63.7,%
power,p_sw,683,µW
sta,fin_crit,4.20,ns
sta,hold_viol_final,0,
critical_path,r2r_setup_slack,4.27,ns
die,die_h,120,µm
drt,vias_per_cell,5.10,
drt,finalWirelength,9020,µm
critical_path,cp.required,5.28,ns
logic_synthesis,synth_stat.cells,270,
critical_path,cpLargestDelayFamily,"buffers and inverters",
die,core_area,13500,µm²
grt,antenna_found_initial,0,
clock_tree,numCtsBuffers,9,
clock_tree,cts_tree,"built",
hold_path,whs_path_depth,2,
place,portBuffers,37,
drt,initialDrtViolationCount,213,
grt,grt_max_degree,40,
hold_path,min_to,"estado[3]",
critical_path,cpPeakStageDelay,0.83,ns
logic_synthesis,synthTopCellsByCount,"edfxtp_1, buf_2, mux2_2, a22oi_1, nand2_1",
drt,vias,2493,
critical_path,slowest_stage,"dfxtp_1",
grt,overflow,0,
critical_path,worst_r2r_path_depth,4,
critical_path,r2r-start,"estado[1]",
power,powerDensity,428,nW/µm²
clock_tree,cts_buffer_depth,2,
critical_path,critPathKind,"register to output port",
logic_synthesis,most_common_cell,"edfxtp_1",
drt,firstDrtPassIters,4,
logic_synthesis,async_reset_ff_share,0,%
logic_synthesis,avgSynthCellArea,15.6,µm²
clock_tree,clk_latency,0.34,ns
grt,grt_pass1_vias,2527,
hold_path,hold_class,"register to register",
logic_synthesis,ff_type,"edfxtp_1",
die,num_rows,42,
critical_path,r2r-end,"F_6[13]",
grt,grt_pass1_wl,14200,µm
sta,fmax,238,MHz
job,tool_warnings,25,
sta,worst_pin_slew,0.887,ns
power,seqPwrFrac,44.6,%
logic_synthesis,topCellsByArea,"edfxtp_1, mux2_2, and4b_1",
worst max-delay path by stage:
stage                      from       end  slack (ns)  depth (start not counted)
final                 estado[1]  d_out[8]        2.40                          5
after global routing  estado[1]  d_out[8]        2.16                          5
after CTS             estado[1]  d_out[8]        2.38                          5
metrics by stage:
| stage | area [µm²] | util [%] | power [µW] | hold slack [ns] | worst slack (ns) |
|---|---|---|---|---|---|
| final | 5040 | 37.5 | 2160 | 0.773 | 2.40 |
| after global routing | 5040 | 37.5 | 2280 | 0.792 | 2.16 |
| after CTS | 5040 | 37.5 | 2180 | 0.772 | 2.38 |
| after detailed placement | 4770 | 35.5 | 1700 | 0.761 | 2.77 |
| after global placement | 4770 | 35.5 | 1700 | 0.762 | 2.81 |
| after floorplan | 4220 | - | 1390 | 0.716 | 2.78 |
routing by layer:
layer  GRT usage, %  wire [µm]
met2           20.3       4230
met3           5.73        768
met4           2.01         99
met5              0          0
met1           20.5       3930
layout make-up:
cell class / instances / area [µm²]
Inverter: 6 / 22.5
Multi-Input combinational cell: 142 / 1110
Sequential cell: 100 / 2960
Clock inverter: 6 / 38.8
Clock buffer: 10 / 229
Timing Repair Buffer: 49 / 460
Fill cell: 1299 / 8410
Tap cell: 176 / 220
registers in the layout (all words and copies together) (netlist names):
name / cells
F_1: 16
F_2: 16
F_3: 16
F_4: 16
F_5: 16
F_6: 16
estado: 4
kinds of logic after synthesis:
family,count (synthesis),synth area share [%]
simple gates,66,10.6
mux,18,5.24
compound gates,53,9.47
other cells,1,0.0893
buf+inv,32,4.11
flops,100,70.5
power by group through the flow:
stage | clock network, µW | logic (µW) | registers (µW)
finish | 474 | 720 | 961
global route | 507 | 791 | 979
CTS | 484 | 737 | 962
worst min-delay path: cells and delay by family, from the launching register on:
family | cells | cell delay [ns]
AOI/OAI and AO/OA | 1 | 0.19
buffers and inverters | 1 | 0.24
DFF | 1 | 0.30
cells in the final DEF (no fill, tap or decap), types with 4 or more instances in the layout:
cell type / Yosys / final
o211ai_1: 4 / 4
a32oi_1: 5 / 5
conb_1: 1 / 5
nand3b_1: 6 / 6
mux2i_1: 4 / 4
and4b_1: 8 / 8
dfxtp_1: 4 / 4
a22oi_1: 10 / 10
edfxtp_1: 96 / 96
nand3_1: 8 / 8
clkdlybuf4s50_1: 0 / 37
nand2_1: 10 / 10
nor2_1: 4 / 4
mux2_2: 12 / 12
inv_1: 6 / 6
buf_4: 8 / 12
o21ai_0: 7 / 7
clkbuf_16: 0 / 9
nor3_2: 0 / 4
nor4bb_1: 4 / 4
nand2b_1: 4 / 4
Power and IR drop assume default switching activity.
